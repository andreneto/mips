**/design/flow/design.v**
```verilog
module mult(clk, rst, mult_start, mult_end, A, B, hi, lo);
input wire clk, rst, mult_start;
input wire signed [31:0] A, B;
output reg [31:0] hi, lo;
output reg mult_end;
reg signed [63:0] ADD, SUB, P;
reg [31:0] mult_control;
reg [4:0] N;
reg diff_bit, do_mult;
initial begin
	N <= 5'd0;
	diff_bit <= 0;
	do_mult <= 0;
	mult_end <= 0;
end
always @(posedge clk) begin
	if (rst) begin
		N <= 5'd0;
		P <= 64'd0;
		diff_bit <= 0;
		mult_end <= 1'b0;
	end
	else if (~do_mult && mult_start) begin
		ADD <= { {32{A[31]}}, {A[31:0]} };
		SUB <= { {32{~A[31]}}, {-A[31:0]} };
		mult_control <= B;
		P <=  64'b0;
		do_mult <= 1'b1;
		mult_end <= 1'b0;
	end
	else if (do_mult) begin
		if (N!=5'd31) begin
			if (diff_bit!=mult_control[0]) begin
				if (diff_bit) begin
					P <= P + (ADD<<N);
				end
				else begin
					P <= P + (SUB<<N);
				end
			end
			diff_bit <= mult_control[0];
			mult_control <= mult_control >> 1;
			N <= N + 5'b1;
		end
		else begin
			if (diff_bit!=mult_control[0]) begin
				if (diff_bit) begin
					{hi,lo} <= P + (ADD<<N);
					P <= P + (ADD<<N);
				end
				else begin
					{hi,lo} <= P + (SUB<<N);
					P <= P + (SUB<<N);
				end
			end
			else begin
				{hi,lo} <= P;
			end
			do_mult <= 1'b0;
			diff_bit <= 1'b0;
			mult_end <= 1'b1;
			N <= 5'b0;
		end
	end
	else begin
		mult_end <= 1'b0;
	end
end
endmodule
```
**/design/flow/run.sh**
```bash
#!/bin/bash
# OpenROAD 26Q1-2900-gdf79404cd8, Yosys 0.63+post, stock flow scripts
make -C /OpenROAD-flow-scripts/flow DESIGN_CONFIG=/design/flow/config.mk WORK_HOME=/design/flow/orfs finish
```
**/design/flow/config.mk**
```make
export PLATFORM = sky130hd
export DESIGN_NAME = mult
export DESIGN_NICKNAME = mult
export VERILOG_FILES = /design/flow/design.v
export SDC_FILE = /design/flow/constraint.sdc
export NUM_CORES = 4
export LEC_CHECK = 1
export CORE_UTILIZATION = 30
```
**/design/flow/constraint.sdc**
```tcl
current_design mult

set clk_period 25.8
set clk_io_pct 0.2

create_clock -name clk0 -period $clk_period [get_ports {clk}]

set non_clock_inputs [all_inputs -no_clocks]
set_input_delay [expr $clk_period * $clk_io_pct] -clock clk0 $non_clock_inputs
set_output_delay [expr $clk_period * $clk_io_pct] -clock clk0 [all_outputs]
```
==> results.yml <==
# flow metrics
cts:
  post-cts-setup-buffers: 0
  cts_max_level: 1
  cts_resized: 0
  cts_root_buf: "clkbuf_16"
  cts.path.max_buffers: 3
  cts_hold_buf: 0
  cts_sinks: 232
  cts_tree: "yes"
  cts.clk_slew.worst_paths_ns: 0.06
  numCtsBuffers: 27
  clock_latency_ns: 0.55
die:
  die_height_um: 229.1
  top_level_ports: 132
  row_count: 82
  die_w_um: 229.1
  fp.dieArea_um2: 52480
  fp_util: 0.3065
  core_area_um2: 50480
worst_setup_path:
  critPathLaunchType: "primary input"
  slowest_delay_ns: 0.57
  cpMostUsedCell: "or4_1"
  crit_start: "A[3]"
  end_kind: "flip-flop"
  r2r-start: "diff_bit"
  reg2reg_depth: 18
  cp_cell_sequence: "clkdlybuf4s50_1, or4_1, or4_1, nor2_1, nand2_1, nor2_1, nand2_1, or4_1, nor3_1, xnor2_1"
  path_buffers: 1
  crit_slowest_cell: "or4_1"
  timing_worst_setup_path_type: "in2reg"
  path_delay_family: "simple AND/OR/NAND/NOR gates"
  cp_data_required_time_ns: 26.10
  cp.depth: 10
  worstPathMaxFanout: 5
  arrival_ns: 8.21
worst_hold_path:
  min_from: "P[0]"
  hold_depth: 2
  hold_path.class: "reg2reg"
global_routing:
  grt_pass1_wl_um: 64410
  grt_usage: 0.1588
  antenna_found_initial: 1
  grt_pass1_vias: 11810
  grt_max_degree: 74
  gr-total-overflow: 0
sta:
  hold_viol_final: 0
  rsz0062_at_grt: "no"
  maxSlewHeadroom: 0.4779
  finalMaxSlewViolations: 0
  timing.final.crit_period_ns: 7.913
  worstMarginPinSlew_ns: 0.7831
  fin_crit_sh: 0.3067
  setup-tns-final_ns: 0
  setup-violations-final: 0
  fmax_mhz: 126.4
  fin_skew_ns: 0.01375
synthesis:
  yosys_cells: 1679
  yosysChipArea_um2: 15470
  netlist.area_leader.share: 0.3125
  synthCells: 1679
  ys_warn_count: 1
  synthArstFlopShare: 0
  edf_count: 161
  ys_types: 74
  top_area_cell: "edfxtp_1"
  ys_seq_share: 0.4044
  flop_cell: "edfxtp_1"
  synthTopCellsByArea: "edfxtp_1 31%, dfxtp_1 9.2%, nand2_1 6.2%"
  synth_area_um2: 15470
  syn_area_per_cell_um2: 9.214
  ys.flops: 232
route:
  drt-pass1-iter-count: 5
  num_vias: 12360
  wirelength_um: 40720
  post_drt_wl_per_cell_um: 16.72
  diodes: 0
  post-route-drc-count: 0
  vias_per_cell: 5.074
  dr.first_iter.drc_count: 776
  ant_nets: 0
placed_design:
  routabilityCongestion: 0.9308
  dpl.cell_count: 2387
  hpwl_um: 30850
  io_buffers: 131
run:
  warning_count: 30
  drv_cap: 0
pwr:
  intPower_w: 0.0007666
  p_leak_nw: 6.753
  comb_power_share: 0.268
  switchingPower_w: 0.0003621
  power_frac_clock: 0.346
  p_seq_frac: 0.386
  power_density_nw_per_um2: 61.78
  netSwitchingFraction: 0.3208
  peakVddDrop_mv: 0.05372
finish:
  finalNonFillerCells: 2436
  layout-drive-gt1-share: 0.09807
  synthToLayoutAreaGrowth_pct: 18.08
outcome:
  outcome: "completed"
-- sequential cells by signal (all words and copies together), names as in the netlist --
register,cells
hi,32
mult_control,32
N,5
diff_bit,1
mult_end,1
P,64
SUB,32
do_mult,1
ADD,32
lo,32
-- metrics by stage --
stage | util | area, um2 | power (W) | setup WS [ns] | hold slack [ns]
final | 0.3619 | 18270 | 0.001129 | 17.89 | 0.4912
after global routing | 0.3619 | 18270 | 0.001188 | 17.66 | 0.5251
after CTS | 0.3619 | 18270 | 0.001141 | 17.91 | 0.4892
after detailed placement | 0.3442 | 17370 | 0.0007436 | 17.33 | 0.4734
after global placement | 0.3442 | 17370 | 0.0007415 | 17.32 | 0.4598
after floorplan | - | 15470 | 0.0006600 | 17.12 | 0.4539
-- cells in the final DEF (no fill, tap or decap), types with 11 or more instances in the layout --
cell / count
a21o_1: 47
a21oi_1: 146
a31oi_1: 12
and2_1: 26
and3_1: 11
buf_4: 18
clkbuf_16: 27
clkdlybuf4s50_1: 131
dfxtp_1: 68
edfxtp_1: 161
ha_1: 71
inv_1: 27
mux2_2: 50
mux2i_1: 53
mux4_2: 30
nand2_1: 256
nand3_1: 42
nand4_1: 23
nor2_1: 157
nor3_1: 26
o21ai_0: 107
o21bai_1: 17
o22ai_1: 12
or3_1: 13
or4_1: 12
xnor2_1: 44
xor2_1: 42
-- power groups by stage --
stage	combinational, W	sequential (W)	clock (W)
final	0.000303	0.000435	0.000391
after global routing	0.000337	0.000438	0.000414
after CTS	0.000302	0.000435	0.000403
-- synth_stat cells (4+ instances only) --
| cell | number |
|---|---|
| a211o_1 | 4 |
| and3_1 | 12 |
| nand4_1 | 23 |
| ha_1 | 71 |
| mux2i_1 | 53 |
| o21a_1 | 6 |
| mux2_2 | 50 |
| a21oi_1 | 147 |
| nand2_1 | 257 |
| o211ai_1 | 10 |
| a31oi_1 | 12 |
| mux4_2 | 30 |
| edfxtp_1 | 161 |
| xor2_1 | 43 |
| nor2_1 | 159 |
| dfxtp_1 | 71 |
| and2_1 | 26 |
| clkbuf_1 | 90 |
| a21o_1 | 47 |
| buf_2 | 5 |
| buf_1 | 15 |
| nor3_1 | 26 |
| nand3_1 | 42 |
| or4_1 | 12 |
| o21ai_0 | 107 |
| a211oi_1 | 8 |
| or3_1 | 13 |
| inv_1 | 27 |
| o22ai_1 | 12 |
| nand2b_1 | 5 |
| xnor2_1 | 45 |
| o21bai_1 | 17 |
| nand3b_1 | 5 |
| o21ai_1 | 4 |
-- cells by family after synthesis --
logic type / after synthesis / share of synthesized area
fa+ha+maj: 72 / 0.05871
buf+inv: 141 / 0.03502
xor+xnor: 88 / 0.04982
flops: 232 / 0.4044
simple gates: 598 / 0.1720
compound gates: 415 / 0.1657
mux: 133 / 0.1144
-- worst paths after layout --
| kind | slack, ns | end |
|---|---|---|
| setup / recovery | 17.89 | SUB[29] |
| setup reg to reg | 19.84 | hi[28] |
| hold / removal | 0.49 | P[0] |
| hold reg to reg | 0.49 | P[0] |
-- worst reg2reg max path: cells and delay by family (launching register included) --
kind | cells | cell delay (ns)
compound gates | 6 | 1.87
xor+xnor | 1 | 0.23
fa+ha+maj | 1 | 0.45
buf+inv | 1 | 0.51
flops | 1 | 0.38
mux | 4 | 1.19
simple gates | 5 | 1.04
-- routing by layer --
layer  wire, um  up-vias  track usage
met5         19        -            0
met4        748        2      0.02813
met3       2481       49      0.03522
met2      17830      304       0.2344
met1      19640     5732       0.2480
li1           -     6273            -
-- final cells by class --
type                    instances  area (um2)
clock buffers                  30       696.9
clock inverters                19       198.9
fillers                      5018       32210
inverters                      28       105.1
multi-input cells            1306        8721
flip-flops and latches        232        6260
well taps                     672       840.8
repair buffers                149        1446
Power figures rest on the tool's default switching activity, not on a simulated workload.
