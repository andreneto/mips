File: ./design.v
module div(clk, rst, div_start, dividend, divisor, div_end, hi, lo, div_by_zero);
input wire clk, rst, div_start;
input wire signed [31:0] dividend, divisor;
output reg div_end, div_by_zero;
output reg [31:0] hi, lo;
reg signed [63:0] divisor_acc, dividend_acc;
reg signed [31:0] quotient;
reg [4:0] N;
reg do_div, diff_bit;
initial begin
	do_div = 1'b0;
end
always @(posedge clk) begin
	if (rst) begin
		do_div = 1'b0;
	end
	else if (~do_div && div_start) begin
		if (divisor==32'b0) begin  
			div_by_zero <= 1'b1;
		end else begin
			if (divisor[31]!=dividend[31]) begin  
				divisor_acc <=  { {~divisor[31]}, {-divisor[31:0]}, {31{1'b0}} };
				diff_bit<=1'b1;
			end
			else begin  
				divisor_acc <=  { {divisor[31]}, {divisor[31:0]}, {31{1'b0}} };	
				diff_bit<=1'b0;
			end
			dividend_acc <=  { {32{dividend[31]}} , {dividend[31:0]} };
			quotient <= 32'd0;
			do_div <= 1'b1;
			div_end <= 1'b0;
			N = 5'd31;
		end
	end
	else if (do_div) begin
		if (N!=0) begin
			if ( (dividend_acc>=divisor_acc && ~divisor_acc[63]) || (dividend_acc<=divisor_acc && divisor_acc[63]) ) begin
				dividend_acc <= dividend_acc - divisor_acc;
				quotient <= (diff_bit) ? quotient - (32'b1 << N) : quotient + (32'b1 << N);
			end
			divisor_acc <= divisor_acc >>> 1;
			N <= N-1;
		end
		else begin
			if ((dividend_acc>=divisor_acc && ~divisor_acc[63]) || (dividend_acc<=divisor_acc && divisor_acc[63])) begin
				hi <= (dividend_acc[31:0] - divisor_acc[31:0]);
				lo <= (diff_bit) ? quotient - (32'b1 << N) : quotient + (32'b1 << N);
			end
			else begin
				hi <= dividend_acc[31:0];
				lo <= quotient;
			end
			div_end <= 1'b1;
			N = 5'd31;
			do_div = 1'b0;
		end
	end
	else begin
		div_end <= 1'b0;
		div_by_zero <= 1'b0;
	end
end
endmodule
File: ./run.sh
#!/bin/bash
# OpenROAD 26Q1-2900-gdf79404cd8, Yosys 0.63+post, stock flow scripts
make -C /OpenROAD-flow-scripts/flow DESIGN_CONFIG=/design/flow/config.mk WORK_HOME=/design/flow/orfs finish
File: ./config.mk
export PLATFORM = sky130hd
export DESIGN_NAME = div
export DESIGN_NICKNAME = div
export VERILOG_FILES = /design/flow/design.v
export SDC_FILE = /design/flow/constraint.sdc
export NUM_CORES = 4
export LEC_CHECK = 1
export CORE_UTILIZATION = 50
File: ./constraint.sdc
current_design div

set clk_period 16.5
set clk_io_pct 0.2

create_clock -name clk0 -period $clk_period [get_ports {clk}]

set non_clock_inputs [all_inputs -no_clocks]
set_input_delay [expr $clk_period * $clk_io_pct] -clock clk0 $non_clock_inputs
set_output_delay [expr $clk_period * $clk_io_pct] -clock clk0 [all_outputs]
==> summary.log <==
INFO  detailed_routing drt_wl_total=40720um
INFO  yosys          post_synth_num_cell_types=88
INFO  sta            final_skew=10.99ps
INFO  yosys          syn-instance-count=1844
INFO  detailed_routing post-route-drc-count=0
INFO  clocking       clock_tree.htree_level_count=1
INFO  sta            post-route-period-util=0.4089
INFO  sta            worst_hold_slack=551.1ps
INFO  worst_setup_path critPathMaxFanout=37
INFO  grt            first_global_vias=13050
INFO  clocking       post_cts_resized=0
INFO  yosys          synthesis.area_per_instance=9.245um^2
INFO  yosys          ys_flops=233
INFO  detailed_routing drt-initial-drc-count=777
INFO  worst_setup_path endpoint_kind=flip-flop
INFO  clocking       cts_tree=done
INFO  clocking       tritoncts_num_sinks=233
INFO  pwr            power.ir.vdd_worst=0.08503mV
INFO  die            die_area=34840um^2
INFO  die            placement_rows=67
INFO  clocking       clockRootBuffer=clkbuf_16
INFO  sta            hold_violations=0
INFO  sta            finalMaxSlewViolations=0
INFO  yosys          synthFlopType=edfxtp_1
INFO  clocking       post-cts-setup-buffer-count=0
INFO  detailed_routing wire_per_inst=17.11um
INFO  yosys          ys_area=17050um^2
INFO  clocking       clkTransAtPathRegs=60ps
INFO  yosys          number_of_cells_in_yosys_stat=1844
INFO  pwr            total_leakage_power=0.007508uW
INFO  yosys          number_of_flops_mapped_to_enable_cells_by_yosys=232
INFO  die            fp.dieH=186.7um
INFO  die            num_io_pins=133
INFO  sta            period_minus_slack=6747ps
INFO  yosys          async_s_r_ff_share_synth=0
INFO  worst_setup_path critical_path.slowest_cell=or4_1
INFO  grt            overflow=0
INFO  grt            grt_use_total=0.2502
INFO  sta            worst_pin_slew=880.3ps
INFO  worst_setup_path path_class=in -> reg
INFO  yosys          syn-cell-area=17050um^2
INFO  detailed_routing dr_total_vias=13500
INFO  outcome        outcome=finished, final reports clean
INFO  clocking       postCtsHoldBufs=0
INFO  sta            slew_headroom=0.4117
INFO  worst_setup_path worstSetupStartpointType=input port
INFO  worst_setup_path critical_path.cell_chain=clkdlybuf4s50_1 > or4_1 > or3_1 > or2_1 > nor2_1 > nand2_1 > nor4_4 > and3_1 > a21oi_1 > a31oi_1 > nor2_4 > buf_4
INFO  detailed_routing post_drt_via_cell_ratio=5.673
INFO  detailed_routing detailedRoute.firstPassIterationCount=5
INFO  grt            antenna_found_initial=1
INFO  detailed_routing ant_nets=0
INFO  hold_path      kind_of_path_behind_the_tightest_hold_check=reg -> reg
INFO  yosys          yosys.stat.seqShare=0.4098
INFO  sta            max_freq=0.1482GHz
INFO  die            initial_core_util=0.5084
INFO  grt            grt_pass1_wl=66990um
INFO  placed_design  detailed_place_hpwl=29400um
INFO  run            max_cap_violations=0
INFO  worst_setup_path required=16730ps
INFO  clocking       clockBufferDepth=3
INFO  yosys          ys_warn_count=1
INFO  clocking       clk-insertion-delay-late=550ps
INFO  sta            tns=0ps
INFO  worst_setup_path worst-endpoint-arrival=6980ps
INFO  die            fp.dieW=186.7um
INFO  clocking       cts_inserted_buffers=27
INFO  finish         drive_above_1_share=0.06214
INFO  worst_setup_path cp_slowest_stage_delay=570ps
INFO  placed_design  finalWeightedCongestion=0.9385
INFO  sta            setup_viol=0
INFO  die            core_area=33530um^2
INFO  finish         syn2layout_area_growth=13.81%
INFO  pwr            pwrdens=107.7nW/um^2
INFO  finish         final.fill_count=2910
INFO  run            warnings=29
INFO  grt            grt_start_max_net_pins=70
INFO  sta            rsz_0062_raised_after_global_routing=no
INFO  placed_design  buffer_ports.inserted=132
[through the flow]
step	instance area (um^2)	setup WS, ps	util	instances	total power (uW)
6_report	19400	9753	0.5786	2380	2090
5_1_grt	19400	9498	0.5785	2379	2225
4_1_cts	19400	9743	0.5785	2379	2106
3_5_place_dp	18590	9174	0.5544	2335	1535
3_3_place_gp	18590	9196	0.5544	2335	1530
2_1_floorplan	17050	7514	-	1844	1377
[where the power goes]
part | internal [uW] | total, uW | switching [uW] | leakage (uW)
sequential | 745 | 767 | 22.8 | 0.00218
clock | 328 | 563 | 235 | 0.000396
combinational | 325 | 760 | 435 | 0.00494
total | 1400 | 2090 | 693 | 0.00751
[metal layers]
layer / share of wire / track usage
met1: 0.47 / 0.4038
met2: 0.45 / 0.3799
met3: 0.049 / 0.04014
met4: 0.027 / 0.05328
met5: 0 / 0
[kinds of logic (layout without fill, tap and decap cells)]
kind of cell             Yosys count  after routing  synth area share
AND-OR/OR-AND                    507            507            0.1872
XOR/XNOR                         122            122           0.06268
adder cells (fa/ha/maj)          104            104           0.07721
buffers and inverters            216            303           0.05277
flip-flops                       233            233            0.4098
multiplexers                      64             64           0.04719
other                              0              1                 0
AND/OR/NAND/NOR                  598            598            0.1631
[critical path: cells and delay by family]
kind / cells / cell delay, ps
buffers and inverters: 2 / 840
AND-OR/OR-AND: 2 / 470
AND/OR/NAND/NOR: 8 / 2340
[worst paths after layout]
check | end | from | slack, ps | depth (start not counted)
min | divisor_acc[40] | divisor_acc[41] | 550 | 2
max reg2reg | quotient[28] | N[4] | 10750 | 22
min reg2reg | divisor_acc[40] | divisor_acc[41] | 550 | 2
max | dividend_acc[52] | divisor[3] | 9750 | 12
[state kept, by name (all words and copies together), names as in the netlist]
register      flops
dividend_acc     64
divisor_acc      64
hi               32
lo               32
quotient         32
N                 5
diff_bit          1
div_by_zero       1
div_end           1
do_div            1
[final cells by class]
| type | count | area, um^2 | share of cell area |
|---|---|---|---|
| Clock buffer | 34 | 701.9 | 0.03618 |
| Antenna cell | 1 | 2.502 | 0.0001290 |
| Tap cell | 448 | 560.5 | 0.02889 |
| Inverter | 112 | 421.7 | 0.02173 |
| Sequential cell | 233 | 6987 | 0.3601 |
| Clock inverter | 10 | 105.1 | 0.005417 |
| Multi-Input combinational cell | 1395 | 9189 | 0.4736 |
| Timing Repair Buffer | 147 | 1434 | 0.07391 |
[synth_stat cells (4+ instances only)]
cell | n | share of area
buf_1 | 14 | 0.0031
nand2b_1 | 12 | 0.0044
clkbuf_1 | 66 | 0.015
xnor2_1 | 78 | 0.040
ha_1 | 102 | 0.075
and2_1 | 30 | 0.011
mux2i_1 | 5 | 0.0029
buf_2 | 16 | 0.0047
mux2_2 | 8 | 0.0053
a21boi_0 | 7 | 0.0031
a21o_1 | 49 | 0.022
or3_1 | 8 | 0.0029
a31oi_1 | 23 | 0.0084
or4_1 | 6 | 0.0026
nor4_1 | 5 | 0.0018
o21bai_1 | 14 | 0.0062
nor2b_1 | 13 | 0.0048
nand3_1 | 34 | 0.010
o41ai_1 | 4 | 0.0021
a21oi_1 | 153 | 0.045
nor3b_1 | 4 | 0.0018
buf_6 | 5 | 0.0033
inv_1 | 111 | 0.024
o31a_1 | 6 | 0.0031
o21ai_1 | 6 | 0.0018
mux2_4 | 24 | 0.021
nor3_1 | 31 | 0.0091
o21ai_0 | 140 | 0.041
mux2_1 | 27 | 0.018
o31ai_1 | 13 | 0.0057
nand4_1 | 38 | 0.014
o21a_1 | 14 | 0.0062
o211ai_1 | 11 | 0.0048
and3_1 | 10 | 0.0037
xor2_1 | 44 | 0.023
edfxtp_1 | 232 | 0.41
nand2_1 | 208 | 0.046
a211oi_2 | 6 | 0.0044
nor2_1 | 175 | 0.039
a211oi_1 | 11 | 0.0048
or2_2 | 6 | 0.0022
[placed cells by master (no fill, tap or decap), types with 5 or more instances in the layout]
cell type          n
a211oi_1          11
a211oi_2           6
a21boi_0           7
a21o_1            49
a21oi_1          153
a31oi_1           23
and2_1            30
and3_1            10
buf_4             15
clkbuf_1           7
clkbuf_16         27
clkdlybuf4s50_1  132
clkinv_2           5
edfxtp_1         232
ha_1             102
inv_1            110
mux2_1            27
mux2_2             8
mux2_4            24
mux2i_1            5
nand2_1          208
nand2b_1          11
nand3_1           34
nand4_1           38
nor2_1           173
nor2b_1           13
nor3_1            31
nor4_1             5
o211ai_1          11
o21a_1            14
o21ai_0          140
o21ai_1            6
o21bai_1          14
o31a_1             6
o31ai_1           13
or2_2              6
or3_1              8
or4_1              6
xnor2_1           78
xor2_1            44
Power figures rest on the tool's default switching activity, not on a simulated workload.
