===== design/flow/design.v =====
module mux16(in_0, in_1, in_2, in_3, in_4, in_5, in_6, in_7, in_8, in_9, in_10, in_11, in_12, in_13, in_14, in_15, control, out);
	input wire [31:0] in_0, in_1, in_2, in_3, in_4, in_5, in_6, in_7, in_8, in_9, in_10, in_11, in_12, in_13, in_14, in_15;
	input wire [3:0] control;
	output reg [31:0] out;
	always@(control) begin
		case(control)
			4'b0000: out = in_0;
			4'b0001: out = in_1;
			4'b0010: out = in_2;
			4'b0011: out = in_3;
			4'b0100: out = in_4;
			4'b0101: out = in_5;
			4'b0110: out = in_6;
			4'b0111: out = in_7;
			4'b1000: out = in_8;
			4'b1001: out = in_9;
			4'b1010: out = in_10;
			4'b1011: out = in_11;
			4'b1100: out = in_12;
			4'b1101: out = in_13;
			4'b1110: out = in_14;
			4'b1111: out = in_15;
		endcase
	end
endmodule	

===== design/flow/run.sh =====
#!/bin/bash
# OpenROAD 26Q1-2900-gdf79404cd8, Yosys 0.63+post, stock flow scripts
make -C /OpenROAD-flow-scripts/flow DESIGN_CONFIG=/design/flow/config.mk WORK_HOME=/design/flow/orfs finish

===== design/flow/config.mk =====
export PLATFORM = sky130hd
export DESIGN_NAME = mux16
export DESIGN_NICKNAME = mux16
export VERILOG_FILES = /design/flow/design.v
export SDC_FILE = /design/flow/constraint.sdc
export NUM_CORES = 4
export LEC_CHECK = 1
export CORE_AREA = 10 10 216 216
export DIE_AREA = 0 0 226 226

===== design/flow/constraint.sdc =====
current_design mux16

set clk_period 11.1
set clk_io_pct 0.2

create_clock -name clk0 -period $clk_period

set non_clock_inputs [all_inputs -no_clocks]
set_input_delay [expr $clk_period * $clk_io_pct] -clock clk0 $non_clock_inputs
set_output_delay [expr $clk_period * $clk_io_pct] -clock clk0 [all_outputs]

==> Slide: Implementation Results <==
Synthesis and Place & Route Summary

Logic synthesis
  • Synth warnings: 1
  • Count leader, synth: a22oi_1
  • Yosys stat cell total: around 600
  • Commonest cells in the netlist: 84 x a22oi_1, 56 x a22o_1, 50 x nand3_1, 40 x clkbuf_1, 39 x nor2_1
  • Yosys top cell by area: a22oi_1
  • Mapped cell area: 0.004095 mm^2
  • YS chip area: 0.004095 mm^2
  • Unique cell types: ~46
  • Synth Seq Share: 0%
  • Synth top area share: 15.40%
  • Syn_area_per_cell: about 6.7 um^2
  • Syn Inst Count: between 600 and 700
  • Top cells by area: a22oi_1 15%, a22o_1 12%, a2111oi_2 7.3%

Pwr
  • Clock power share: 0%
  • Power Density: slightly above 40 mW/mm^2
  • Switching part of the total: 39.20%
  • Peak VDD IR: 0.01267 mV
  • Internal Power: around 250 uW
  • Logic gate share of total power: about 100%
  • P_sw: approximately 160 uW
  • Flop pwr share: 0%
  • Leak pwr: ~3.4 nW

Drt
  • DRC errors left: 0
  • Number of DRC markers in iteration 0: 557
  • Drt first pass iters: 5
  • Antenna viol nets, final: 0
  • Diode count: 0
  • Drt wl/cell: 28.27 um
  • Via Count: approximately 8000
  • Final wirelength: ~46 mm
  • Drt via density: between 4 and 5

Floorplan
  • Core Area: roughly 0.042 mm^2
  • Die area: between 0.05 and 0.06 mm^2
  • Chip Width: ~230 um
  • Height of the die: 226 um
  • Rows: between 70 and 80
  • FP Core Util: about 9.8%
  • Ports: ~550

Job
  • Number of max-cap violations: 0
  • Log Warnings: 32

Timing
  • Pins Over Slew Limit: 0
  • RSZ-0062 raised after global routing: no
  • Rel. slew slack: 46.71%
  • Final setup TNS: 0 ns
  • Final Hold Viols: 0
  • Max Clock Freq: roughly 0.13 GHz
  • Worst-margin pin slew: between 0.7 and 0.8 ns
  • Final period demand of the worst path: 7.539 ns
  • Endpoints failing setup: 0
  • Final period util: between 60% and 70%

Worst setup path
  • Largest delay contributor family on the critical path: buffers and inverters
  • Most frequent CP cell: buf_4
  • Critical path, cell by cell: buf_4, nor2b_4, buf_4, nand3_1, a31oi_1, a2111oi_2, a21oi_1, clkdlybuf4s50_1
  • Slowest-stage cell, CP: nor2b_4
  • CP Class: in2out
  • Worst path bufs/invs: 3
  • Critical Path Sink Type: output port
  • Critical Path RT: 8.88 ns
  • Crit-path max cell delay: 0.65 ns
  • CP Launch Type: input port
  • Critical path data arrival time: ~5.3 ns
  • Worst-path maximum fanout: 29

Hold path
  • Hold EP: out[4]
  • Worst Hold Depth: 4
  • Worst Min Path Start: in_0[4]
  • Hold Path Class: in2out

Clock tree
  • Hold buffer count at CTS: 0
  • PostCTS Resize Cnt: 0
  • Post-CTS Setup Repair Bufs: 0

Final layout
  • Seq_cells: 0
  • Clock buffer count: 0
  • Post-layout util: 23.99%
  • Register area: 0 um^2
  • Layout cell share with drive strength beyond 1: under 10%
  • Non-Filler Instances: 1632
  • Fillers: ~4600
  • Synth-to-Final Area Change: 145.7%
  • Multi-input gate area: 0.003750 mm^2

Global routing
  • Largest net degree at the start of global routing: 60
  • First-pass GRT wire length: between 60 and 70 mm
  • Grt ovf: 0
  • Antenna violations before repair: 0
  • Vias in the first global route: 8525
  • GRT Overall Usage: ~17%

Place
  • Hpwl dp: approximately 38 mm
  • Inst Count DP: roughly 1600
  • Number of port buffers: 548
  • Placer Congestion: between 0.9 and 1

Outcome
  • Outcome: completed
[layer usage]
metal	vias up	part of all wire, %	global-route usage [%]	wire [um]
met5	-	0	0	0
met4	0	3.3	5.251	1531
met3	74	8.8	4.362	4083
met2	527	49	29.62	22790
met1	3717	38	20.45	17730
li1	3529	-	-	-
[cell type report]
cell class                 instances  area share [%]
timing repair buffer             569           55.92
multi-input combinational        521           37.26
tap                              539           6.701
inverter                           3          0.1119
[worst max-delay path by stage]
stage | from | endpoint | slack, ns | cells after the start
after global routing | control[1] | out[4] | 3.48 | 8
after CTS | control[2] | out[1] | 3.58 | 8
final | control[1] | out[4] | 3.56 | 8
[cells by family after synthesis]
logic type | after synthesis | share of synthesized area (%)
and+or+nand+nor | 134 | 15.67
buffers and inverters | 86 | 10.14
AOI/OAI and AO/OA | 363 | 68.32
muxes | 24 | 5.866
[cell usage in the layout (no fill, tap or decap), types with 24 or more instances in the layout]
cell type	netlist	routed
mux2i_1	24	24
a221oi_1	28	28
a31oi_1	28	28
o21ai_0	38	38
nor2_1	39	35
a22oi_1	84	84
a21oi_1	30	30
o22ai_1	32	32
nand3_1	50	50
clkdlybuf4s50_1	0	544
a22o_1	56	56
[tightest hold or removal path, stage by stage]
cell and delay (ns):
clkdlybuf4s50_1 0.40, nor2_1 0.10, a21oi_1 0.05, clkdlybuf4s50_1 0.40
[per-stage QoR]
stage | hold slack [ns] | power [mW] | setup WS (ns) | cell area (um^2)
after floorplan | 4.510 | 0.1237 | 5.418 | 4095
after global placement | 5.397 | 0.4154 | 3.593 | 10060
after detailed placement | 5.390 | 0.4143 | 3.591 | 10060
after CTS | 5.394 | 0.4165 | 3.585 | 10060
after global routing | 5.424 | 0.4389 | 3.482 | 10060
final | 5.389 | 0.4132 | 3.561 | 10060
[power groups by stage]
stage,logic (mW),registers [mW],clock network [mW]
4_1_cts,0.416,0,0
5_1_grt,0.439,0,0
6_report,0.413,0,0
No activity file was given, so power comes from the tool's default toggle rates.
